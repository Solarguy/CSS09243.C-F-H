===== run.sh =====
#!/bin/bash
# OpenROAD 26Q1-2900-gdf79404cd8, Yosys 0.63+post, stock flow scripts
make -C /OpenROAD-flow-scripts/flow DESIGN_CONFIG=/design/flow/config.mk WORK_HOME=/design/flow/orfs finish

===== config.mk =====
export PLATFORM = sky130hd
export DESIGN_NAME = GPIO_Board
export DESIGN_NICKNAME = GPIO_Board
export VERILOG_FILES = /design/flow/design.v
export SDC_FILE = /design/flow/constraint.sdc
export NUM_CORES = 4
export LEC_CHECK = 1
export CORE_AREA = 10 10 151 151
export DIE_AREA = 0 0 161 161

===== constraint.sdc =====
current_design GPIO_Board

set clk_period 5.9
set clk_io_pct 0.2

create_clock -name clk0 -period $clk_period [get_ports {clock_50}]

set non_clock_inputs [all_inputs -no_clocks]
set_input_delay [expr $clk_period * $clk_io_pct] -clock clk0 $non_clock_inputs
set_output_delay [expr $clk_period * $clk_io_pct] -clock clk0 [all_outputs]

===== design.v =====
module GPIO_Board(
	clock_50,  
	R0, R1, R2, R3, R4, R5, R6, R7,  
	HEX0, HEX0_DP, HEX1, HEX1_DP,  
	HEX2, HEX2_DP, HEX3, HEX3_DP, 
	HEX4, HEX4_DP, HEX5, HEX5_DP, 
	HEX6, HEX6_DP, HEX7, HEX7_DP, 
	DIP_SW,  
	LEDS,  
	GPIO_0,  
	GPIO_1  
	);
	input [15:0] R0, R1, R2, R3, R4, R5, R6, R7;
	input [6:0] HEX0, HEX1, HEX2, HEX3, HEX4, HEX5, HEX6, HEX7;
	input HEX0_DP, HEX1_DP, HEX2_DP, HEX3_DP, HEX4_DP, HEX5_DP, HEX6_DP, HEX7_DP;
	input clock_50;
	input [31:0] LEDS;
	output [31:0] DIP_SW;
	output [31:0]GPIO_0;
	inout wire [31:0] GPIO_1;
	reg [16:0]count;
	wire [2:0]count3bit;
	initial
		count <= 17'b0;
	always @(posedge clock_50)
		count <= count + 1'b1;
	wire row_gate;
	assign row_gate = (count[13:11] == 3'b0 || count[13:11] == 3'b111) ? 1'b0 : 1'b1;
	assign count3bit = count[16:14];
	wire [15:0] matrix_columns2, matrix_columns;
	gpio_mux_8_to_1 matrix_mux(matrix_columns2, count3bit, R7, R6, R5, R4, R3, R2, R1, R0);
	defparam matrix_mux.n = 16;  
	generate  
	genvar c;  
	for(c = 0; c < 16; c = c + 1) begin : col_gen  
		assign matrix_columns[c] = matrix_columns2[15-c];
	end  
	endgenerate  
	wire [7:0] hex_segments;
	gpio_mux_8_to_1 hex_mux(hex_segments, count3bit, 
		{HEX7_DP, HEX7}, {HEX6_DP, HEX6}, 
		{HEX5_DP, HEX5}, {HEX4_DP, HEX4}, 
		{HEX3_DP, HEX3}, {HEX2_DP, HEX2}, 
		{HEX1_DP, HEX1}, {HEX0_DP, HEX0});
	defparam hex_mux.n = 8;  
	wire [7:0]rowa;
	gpio_decoder_3_8 row_dec(count3bit, rowa[0], rowa[1], rowa[2], rowa[3], rowa[4], rowa[5], rowa[6], rowa[7]);
	wire [7:0]row;
	assign row = row_gate ? rowa : 8'b0;
	assign GPIO_0 = {hex_segments, matrix_columns, row};
	wire [31:0] output_to_leds;
	assign output_to_leds = (count[16:7] == 0) ? 32'bZ : LEDS;
	reg [31:0] input_from_switches;
	always @(posedge count[6]) begin
		if(count[16:6] == 1) begin
			input_from_switches <= GPIO_1; 
		end
	end
	generate
	genvar i;
	for(i = 0; i < 32; i = i + 1) begin : gen1
		assign GPIO_1[i] = output_to_leds[31-i];
		assign DIP_SW[i] = input_from_switches[31-i];
	end
	endgenerate
endmodule
module gpio_mux_8_to_1(F, S, x0, x1, x2, x3, x4, x5, x6, x7);
	parameter n = 8;
	input [2:0] S;
	input [n-1:0] x0, x1, x2, x3, x4, x5, x6, x7;
	output [n-1:0] F;
	assign F = (S[2] ? (S[1] ? (S[0] ? x7 : x6) : (S[0] ? x5 : x4)) : (S[1] ? (S[0] ? x3 : x2) : (S[0] ? x1 : x0)));
endmodule
module gpio_decoder_3_8(S, m0, m1, m2, m3, m4, m5, m6, m7);
	input [2:0]S;
	output m0, m1, m2, m3, m4, m5, m6, m7;
	assign m0 = ~S[2] & ~S[1] & ~S[0];
	assign m1 = ~S[2] & ~S[1] &  S[0];
	assign m2 = ~S[2] &  S[1] & ~S[0];
	assign m3 = ~S[2] &  S[1] &  S[0];
	assign m4 =  S[2] & ~S[1] & ~S[0];
	assign m5 =  S[2] & ~S[1] &  S[0];
	assign m6 =  S[2] &  S[1] & ~S[0];
	assign m7 =  S[2] &  S[1] &  S[0];
endmodule

==> reports/results.tsv <==
metric	value	unit
status	stopped before the end	
stop_stage	5_1_grt	
stop_error	[ERROR RSZ-0074] Failed to build tree from global routes for pin 'input96/X' and net 'LEDS[9]' at grid (141450, 65550): found route to 1 pins, expected 2	
cts_buffers	3	
ys_cells	232	
die_height	161	µm
synth.distinct_cells	25	
syn_inst	232	
die_w	161	µm
clockBufferDepth	2	
syn-cell-area	3450	µm²
gp_routability_congestion	0.843	
numSynthFlops	49	
synth_warnings	2	
ctsHoldBuffers	0	
number_of_register_pins_that_no_clock_reaches	32	
place_worst_setup_slack	1860	ps
ctsResizeCount	0	
clk_root_buffer_cell	clkbuf_16	
unconstrained_endpoints	96	
std_cell_rows	51	
post_dp_cell_area	6360	µm²
grt_max_degree	34	
io_buffer_count	288	
synth_area_per_cell	14.9	µm²
synth.yosys.seq_area_share	0.378	
cts_max_level	1	
num_io_pins	321	
synth.yosys.chip_area	3450	µm²
fp_util	0.176	
cts.repair_timing.setup_buffer_count	0	
dp_hpwl	13.1	mm
==> cell families after synthesis <==
family,synth area share
XOR/XNOR,0.0381
buffers and inverters,0.106
adder cells (fa/ha/maj),0.00363
AND/OR/NAND/NOR,0.0654
multiplexers,0.410
flip-flops,0.378
==> through the flow <==
stage,utilization,std cells
4_1_cts,0.330,747
3_5_place_dp,0.326,743
3_3_place_gp,0.326,743
2_1_floorplan,-,232
==> synth_stat cells (all sizes together) <==
master	n	share of area
buf	41	0.095
clkbuf	6	0.0065
dfxtp	17	0.099
edfxtp	32	0.28
ha	1	0.0036
inv	4	0.0044
mux2	24	0.078
mux4	48	0.33
nand2	5	0.0054
nand2b	2	0.0036
nand3	7	0.010
nand3b	1	0.0022
nand4	5	0.0091
nor2	10	0.011
nor3	6	0.0087
nor4	6	0.011
nor4b	1	0.0025
or3	1	0.0018
xnor2	5	0.013
xor2	10	0.025
