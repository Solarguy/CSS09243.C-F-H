**design/flow/run.sh**
```bash
#!/bin/bash
# OpenROAD 26Q1-2900-gdf79404cd8, Yosys 0.63+post, stock flow scripts
make -C /OpenROAD-flow-scripts/flow DESIGN_CONFIG=/design/flow/config.mk WORK_HOME=/design/flow/orfs finish
```
**design/flow/config.mk**
```make
export PLATFORM = sky130hd
export DESIGN_NAME = Mux8to1Nbit
export DESIGN_NICKNAME = Mux8to1Nbit
export VERILOG_FILES = /design/flow/design.v
export SDC_FILE = /design/flow/constraint.sdc
export NUM_CORES = 4
export LEC_CHECK = 1
export CORE_AREA = 10 10 228 228
export DIE_AREA = 0 0 238 238
```
**design/flow/constraint.sdc**
```tcl
current_design Mux8to1Nbit

set clk_period 1.9
set clk_io_pct 0.2

create_clock -name clk0 -period $clk_period

set non_clock_inputs [all_inputs -no_clocks]
set_input_delay [expr $clk_period * $clk_io_pct] -clock clk0 $non_clock_inputs
set_output_delay [expr $clk_period * $clk_io_pct] -clock clk0 [all_outputs]
```
**design/flow/design.v**
```verilog
module Mux4to1Nbit(F, S, I0, I1, I2, I3);
	parameter N = 64;
	input [N-1:0]I0, I1, I2, I3;
	input [1:0]S;
	output [N-1:0]F;
	assign F = S[1] ? (S[0] ? I3 : I2) : (S[0] ? I1 : I0);
endmodule
module Mux8to1Nbit(F, S, I0, I1, I2, I3, I4, I5, I6, I7);
	parameter N = 64;
	input [N-1:0]I0, I1, I2, I3, I4, I5, I6, I7;
	input [2:0]S;
	output [N-1:0]F;
	assign F = S[2] ? (S[1] ? (S[0] ? I7 : I6) : (S[0] ? I5 : I4)) : (S[1] ? (S[0] ? I3 : I2) : (S[0] ? I1 : I0));
endmodule
module mux2to1_64bit(F, S, I0, I1);
	input [63:0] I0, I1;
	input S;
	output [63:0] F;
	assign F = S ? I1 : I0;
endmodule
```
==> impl_metrics.tcl <==
# yosys + openroad results
set metrics [dict create \
    io_pins 579 \
    cp-end-kind "output pin" \
    grt_pass1_wl_um 51100 \
    synthToLayoutAreaGrowth_pct 202 \
    die_h_um 238 \
    vias_per_cell 3.76 \
    drt_wl_total_um 37500 \
    lay_top_cells "clkdlybuf4s50_1, mux4_2, dlygate4sd2_1" \
    antenna_found_initial 23 \
    fin_setup_tns_ns -18.14 \
    max_cap_violations 0 \
    hold_ws_ns 1.29 \
    start_kind "primary input" \
    drt_first_pass_iters 4 \
    io_buffers 579 \
    hpwl_um 33100 \
    hold_viol_final 0 \
    routedWlPerCell_um 25.5 \
    grt_max_degree 43 \
    fin_cells 1474 \
    yosys-stat-area_mm2 0.00383 \
    worstPathArrival_ns 1.93 \
    violations "setup timing" \
    synth_cell_types 7 \
    critPathMostFrequentCell "buf_12" \
    max-slew-margin-rel_pct 80.0 \
    required_ns 1.52 \
    yosys_cells 227 \
    ys_seq_share_pct 0 \
    drv_slew 0 \
    cpPeakStageDelay_ns 0.50 \
    place_congestion 0.943 \
    crit_slowest_cell "mux4_2" \
    outcome "complete, but fails checks" \
    warnings 34 \
    peakVddDrop_mv 0.126 \
    setup_viol 64 \
    grt_usage_pct 12.9 \
    seq_cells 0 \
    pwr_density_cell_mw_per_mm2 233 \
    ys_warn_count 0 \
    netlist_instances 227 \
    crit_chain "clkbuf_16 -> buf_12 -> buf_12 -> buf_12 -> buf_6 -> mux4_2 -> mux2_4 -> buf_6" \
    timing.critical_path.from "S[0]" \
    placed_area_mm2 0.0105 \
    power_leakage_nw 4.60 \
    timing.fmax_ghz 0.433 \
    lay_top_count "clkdlybuf4s50_1" \
    rsz0062_at_grt "yes" \
    crit_fanout 6 \
    power_mw 2.70 \
    initCoreUtil_pct 8.20 \
    fp-row-count 79 \
    die_area_mm2 0.0566 \
    vias 5546 \
    die_w_um 238 \
    ant_nets 0 \
    min_path_type "in2out" \
    endpoint "F[27]" \
    cts_hold_buffers 0 \
    fin_ws_ns -0.409 \
    worst_pin_slew_ns 0.300 \
    synth.avg_cell_area_um2 16.9 \
    drive_gt1_share_pct 40.4 \
    grt_pass1_vias 6615 \
    grt-ovfl-total 0 \
    initialDrtViolationCount 137 \
    fin_area_mm2 0.0116 \
    period_needed_ns 2.31 \
    nClkBuffers 0 \
    path_class "in2out" \
    min_from "I4[49]" \
    period_used_pct 122 \
    coreArea_mm2 0.0468 \
    netlist_area_mm2 0.00383 \
    drc_errors 0 \
    place_inst 1405 \
    flop_area_um2 0 \
]
-- cell families after synthesis --
family,after synthesis,share of synthesized area (%)
buffers and inverters,35,5.97
multiplexers,192,94.0
-- synth_stat cells --
master	instances	area (µm²)
buf_1	10	37.5
buf_2	3	15.0
buf_4	3	22.5
buf_6	11	124
clkbuf_1	8	30.0
mux2_2	64	721
mux4_2	128	2880
-- critical path: cells and delay by family --
family | cells | cell delay [ns]
multiplexers | 2 | 0.80
buffers and inverters | 6 | 0.74
-- through the flow --
| stage | util, % | worst slack (ns) |
|---|---|---|
| after floorplan | - | 0.0344 |
| after global placement | 22.5 | -0.646 |
| after detailed placement | 22.5 | -0.634 |
| after CTS | 24.4 | -0.451 |
| after global routing | 24.7 | -0.455 |
| final | 24.7 | -0.409 |
-- per-layer routing --
metal,GRT usage (%),vias up,wire length [µm]
met4,2.12,14,689
met3,5.78,42,4580
li1,-,2383,-
met1,14.1,2678,13400
met2,22.8,429,18800
met5,0,-,91
-- how the worst min path moves through the flow --
stage        to  slack (ns)  cells after the start
4_1_cts   F[59]        1.36                      4
5_1_grt   F[49]        1.30                      4
6_report  F[49]        1.29                      4
-- power by group --
part	total (mW)	internal (mW)	switching, mW
Clock	0.000000358	0.000000358	0
Combinational	2.70	2.00	0.703
Sequential	0	0	0
-- cell type report --
cell class         instances  area [µm²]
well taps                607         759
multi-input cells        192        3840
diodes                     5        12.5
repair buffers           670        6950
fillers                 4890       35200
-- timing repair --
action | in CTS | in global routing
gates resized | 423 | 45
cloned | 5 | 0
pin swaps | 0 | 0
setup endpoints to repair | 64 | 64
hold endpoints to repair | 0 | 0
buffers inserted | 56 | 12
Power and IR drop assume default switching activity.
